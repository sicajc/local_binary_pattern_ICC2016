<file path="flow/run.sh">
#!/bin/bash
# OpenROAD 26Q1-2900-gdf79404cd8, Yosys 0.63+post, stock flow scripts
make -C /OpenROAD-flow-scripts/flow DESIGN_CONFIG=/design/flow/config.mk WORK_HOME=/design/flow/orfs finish
</file>
<file path="flow/config.mk">
export PLATFORM = sky130hd
export DESIGN_NAME = LBP
export DESIGN_NICKNAME = LBP
export VERILOG_FILES = /design/flow/design.v
export SDC_FILE = /design/flow/constraint.sdc
export NUM_CORES = 4
export LEC_CHECK = 1
export CORE_UTILIZATION = 50
</file>
<file path="flow/constraint.sdc">
current_design LBP

set clk_period 6.3
set clk_io_pct 0.2

create_clock -name clk0 -period $clk_period [get_ports {clk}]

set non_clock_inputs [all_inputs -no_clocks]
set_input_delay [expr $clk_period * $clk_io_pct] -clock clk0 $non_clock_inputs
set_output_delay [expr $clk_period * $clk_io_pct] -clock clk0 [all_outputs]
</file>
<file path="flow/design.v">
`timescale 1ns / 10ps
module LBP (
    clk,
    reset,
    gray_addr,
    gray_req,
    gray_ready,
    gray_data,
    lbp_addr,
    lbp_valid,
    lbp_data,
    finish
);
    input clk;
    input reset;
    output  reg [13:0] gray_addr;
    output reg gray_req;
    input gray_ready;
    input [7:0] gray_data;
    output  reg [13:0] lbp_addr;
    output reg lbp_valid;
    output  reg [7:0] lbp_data;
    output reg finish;
    parameter BYTE = 8;
    parameter WORD = 8;
    parameter PTR_WIDTH = BYTE;
    parameter CNT_WIDTH = BYTE;
    parameter IMG_WIDTH = 128;
    localparam IDLE = 6'b000001;
    localparam RD_CENTER = 6'b000010;
    localparam RD_SURROUND_PIXEL_ACC = 6'b001000;
    localparam WB = 6'b010000;
    localparam DONE = 6'b100000;
    reg [7:0] l1_curState, l1_nxtState;
    wire                 state_IDLE = l1_curState[0];
    wire                 state_RD_CENTER = l1_curState[1];
    wire                 state_RD_SURROUND_PIXEL_ACC = l1_curState[3];
    wire                 state_WB = l1_curState[4];
    wire                 state_DONE = l1_curState[5];
    reg  [PTR_WIDTH-1:0] row_ptr;
    reg  [PTR_WIDTH-1:0] col_ptr;
    reg  [PTR_WIDTH-1:0] offset_row;
    reg  [PTR_WIDTH-1:0] offset_col;
    reg  [PTR_WIDTH-1:0] offset_cnt;
    reg  [     WORD-1:0] surrounding_pixel_value;
    reg  [     WORD-1:0] acc_ff;
    reg  [     WORD-1:0] center_pixel_ff;
    reg  [     WORD-1:0] surrounding_pixel_ff;
    reg  [     WORD-1:0] result_buf;
    wire                 imgRightBoundReach_f = (col_ptr == (IMG_WIDTH - 2));
    wire                 imgBottomBoundReach_f = (row_ptr == (IMG_WIDTH - 2));
    wire                 acc_done_f = offset_cnt == 7;
    wire                 lbp_done_f = imgRightBoundReach_f && imgBottomBoundReach_f;
    always @(posedge clk or posedge reset) begin
        #5;
        if (reset) begin
            l1_curState <= IDLE;
        end else begin
            l1_curState <= l1_nxtState;
        end
    end
    always @(*) begin
        case (l1_curState)
            IDLE: begin
                if (gray_ready) begin
                    l1_nxtState = RD_CENTER;
                end else begin
                    l1_nxtState = IDLE;
                end
            end
            RD_CENTER: begin
                l1_nxtState = RD_SURROUND_PIXEL_ACC;
            end
            RD_SURROUND_PIXEL_ACC: begin
                if (acc_done_f) begin
                    l1_nxtState = WB;
                end else begin
                    l1_nxtState = RD_SURROUND_PIXEL_ACC;
                end
            end
            WB: begin
                if (lbp_done_f) begin
                    l1_nxtState = DONE;
                end else begin
                    l1_nxtState = RD_CENTER;
                end
            end
            DONE: begin
                l1_nxtState = IDLE;
            end
            default: begin
                l1_nxtState = IDLE;
            end
        endcase
    end
    always @(*) begin : FINISH
        case (l1_curState)
            IDLE: begin
                finish = 0;
            end
            RD_CENTER: begin
                finish = 0;
            end
            RD_SURROUND_PIXEL_ACC: begin
                finish = 0;
            end
            WB: begin
                finish = 0;
            end
            DONE: begin
                finish = 1;
            end
            default: begin
                finish = 0;
            end
        endcase
    end
    always @(posedge clk or posedge reset) begin : LBP_MEM_CTR
        if (reset) begin
            lbp_addr  <= 'd0;
            lbp_data  <= 'd0;
            lbp_valid <= 'd0;
        end else begin
            lbp_addr  <= state_WB ? row_ptr * (IMG_WIDTH) + col_ptr : 'dz;
            lbp_data  <= acc_ff;
            lbp_valid <= state_WB;
        end
    end
    always @(*) begin : GRAY_MEM_CTR
        if (state_RD_CENTER) begin
            gray_addr = row_ptr * (IMG_WIDTH) + col_ptr;
        end else if (state_RD_SURROUND_PIXEL_ACC) begin
            gray_addr = offset_row * (IMG_WIDTH) + offset_col;
        end else begin
            gray_addr = 'dz;
        end
        gray_req = state_RD_CENTER || state_RD_SURROUND_PIXEL_ACC;
    end
    always @(posedge clk or posedge reset) begin : OFFFSET_CNT
        #5;
        if (reset) begin
            offset_cnt <= 0;
        end else if (state_RD_CENTER) begin
            offset_cnt <= 0;
        end else if (state_RD_SURROUND_PIXEL_ACC) begin
            offset_cnt <= offset_cnt + 1;
        end else begin
            offset_cnt <= offset_cnt;
        end
    end
    always @(posedge clk or posedge reset) begin : PTRS
        #5;
        if (reset) begin
            row_ptr <= 1;
            col_ptr <= 1;
        end else if (state_WB) begin
            row_ptr <= imgRightBoundReach_f ? row_ptr + 1 : row_ptr;
            col_ptr <= imgRightBoundReach_f ? 1 : col_ptr + 1;
        end else begin
            row_ptr <= row_ptr;
            col_ptr <= col_ptr;
        end
    end
    always @(*) begin : DET_PIXEL_VALUE
        case (offset_cnt)
            'd0: begin
                surrounding_pixel_value = 8'b0000_0001;
                offset_row = row_ptr - 1;
                offset_col = col_ptr - 1;
            end
            'd1: begin
                surrounding_pixel_value = 8'b0000_0010;
                offset_row = row_ptr - 1;
                offset_col = col_ptr;
            end
            'd2: begin
                surrounding_pixel_value = 8'b0000_0100;
                offset_row = row_ptr - 1;
                offset_col = col_ptr + 1;
            end
            'd3: begin
                surrounding_pixel_value = 8'b0000_1000;
                offset_row = row_ptr;
                offset_col = col_ptr - 1;
            end
            'd4: begin
                surrounding_pixel_value = 8'b0001_0000;
                offset_row = row_ptr;
                offset_col = col_ptr + 1;
            end
            'd5: begin
                surrounding_pixel_value = 8'b0010_0000;
                offset_row = row_ptr + 1;
                offset_col = col_ptr - 1;
            end
            'd6: begin
                surrounding_pixel_value = 8'b0100_0000;
                offset_row = row_ptr + 1;
                offset_col = col_ptr;
            end
            'd7: begin
                surrounding_pixel_value = 8'b1000_0000;
                offset_row = row_ptr + 1;
                offset_col = col_ptr + 1;
            end
            default: begin
                surrounding_pixel_value = 8'b0000_0001;
                offset_row = row_ptr;
                offset_col = col_ptr;
            end
        endcase
    end
    always @(posedge clk or posedge reset) begin : RD_GRAY_DATA
        #5;
        if (reset) begin
            center_pixel_ff <= 8'd0;
        end else if (state_RD_CENTER) begin
            center_pixel_ff <= gray_data;
        end else if (state_RD_SURROUND_PIXEL_ACC) begin
            center_pixel_ff <= center_pixel_ff;
        end else begin
            center_pixel_ff <= center_pixel_ff;
        end
    end
    always @(posedge clk or posedge reset) begin : ACCUMULATION
        #5;
        if (reset) begin
            acc_ff <= 8'd0;
        end else if (state_RD_SURROUND_PIXEL_ACC) begin
            acc_ff <= (gray_data >= center_pixel_ff) ? (surrounding_pixel_value + acc_ff) : acc_ff;
        end else if (state_RD_CENTER) begin
            acc_ff <= 8'd0;
        end else begin
            acc_ff <= acc_ff;
        end
    end
endmodule
</file>
==> impl_metrics.toml <==
# flow metrics
[outcome]
outcome = "completed"

[final_layout]
area_delta_synth_final_pct = 18.51
finalCoreUtilization_pct = 62.16
final_layout_size_suffix_gt1_share_pct = 8.316
count_of_filler_cells_inserted_in_the_layout = 677

[clock_network]
total_cts_buffers = 9
cts_root_buffer = "sky130_fd_sc_hd__clkbuf_8"
cts_tree = "yes"
clk_pin_slew_ns = 0.08
ctsHtreeMaxLevel = 3
cts-resized-gates = 0
holdBufCountCts = 0
cts.path.max_buffers = 2
clock_insertion_delay_worst_skew_ns = 0.35
cts_sinks = 68
postCtsSetupRepairBufs = 0

[die]
die_height_microns = 92.50
chip_area_sq_um = 8556
placementRows = 32
floorplan.core_area_sq_um = 7807
core_util_floorplan_pct = 52.45
die_width_microns = 92.50
floorplan.io_pins = 50

[synthesis]
number_of_cell_instances_after_yosys_synthesis = 444
post_synth_mux_area_share_pct = 2.139
dominant_combinational_cell_family_by_area_after_synthesis = "simple AND/OR/NAND/NOR gates"
synth_warnings = 3
ys_sh_aoi_pct = 14.05
synthDominantAreaCellType = "sky130_fd_sc_hd__dfrtp_1"
yosysUniqueCellTypes = 57
post-synth-top-area-fraction_pct = 39.72
simple_gate_area_share_pct = 21.20
ys_ff = 68
synth_adder_area_share_pct = 9.349
yosysChipArea_sq_um = 4095
area_leaders = "sky130_fd_sc_hd__dfrtp_1, sky130_fd_sc_hd__ha_1, sky130_fd_sc_hd__nand2_1"
synth_async_sr_flop_share_pct = 100.0
synthFlopType = "sky130_fd_sc_hd__dfrtp_1"
syn-mean-instance-area_sq_um = 9.223
post_synth_instance_area_sq_um = 4095
synthXorXnorAreaFrac_pct = 7.699
syn-instance-count = 444
edf_count = 0
synth.yosys.seq_area_share_pct = 41.64

[worst_hold_path]
min_delay_path_depth = 0
worstHoldPathType = "register to register"

[final_timing]
timing.slew.headroom_pct = 36.29
fmaxAchievable_mhz = 182.1
final_min_period_ns = 5.493
finalWorstSetupSlack_ns = 0.8073
totalNegativeSetupSlack_ns = 0
hold_ws_ns = 0.4103
tightestPinTransition_ns = 0.9499
timing.clock.skew_ns = 0.007912
rsz0062_at_grt = "false"
setup_viol_count_final = 0
slew_viol_final = 0
finalClockPeriodUsage_pct = 87.18
timing.final.hold_violations = 0

[critical_path]
path_max_fanout = 27
cp_cell_sequence = "nor2_1 > a2111oi_2 > a221oi_1 > a21oi_1 > ha_1 > ha_1 > nand2_1 > mux2_2 > nor4_2 > xnor2_1 > o21ai_1 > clkdlybuf4s50_1"
worst_setup_path_start_kind = "register"
crit_path_frequent_cell = "sky130_fd_sc_hd__ha_1"
cp.arrival_ns = 4.23
cp-end-kind = "output pin"
timing.setup.critical_path_class = "register to output pin"
crit_path_top_delay_cell = "sky130_fd_sc_hd__a2111oi_2"
cp.required_ns = 5.04
rr_worst_depth = 13
cp_slowest_stage_delay_ns = 0.86

[power_and_ir_drop]
p_leak_nw = 2.195
p_switching_mw = 0.2207
finalPower_mw = 0.9032
ir_worst_vdd_uv = 120.3
seq_power_share_pct = 52.1
power_density_nw_per_um2 = 186.1
power_frac_comb_pct = 8.5
cellInternalPower_mw = 0.6825
power_switching_share_pct = 24.43
p_clk_share_pct = 39.4

[global_route]
overflow = 0
global_route_wire_length_before_repair_microns = 15260
grt_start_max_net_pins = 49
grt.total_usage_pct = 22.91
first_global_vias = 3102
antenna_found_initial = 0

[drt]
vias_per_std_cell = 5.474
insertedDiodeCount = 0
drt_first_iter_violations = 170
via_count = 3257
routed_wire_length_per_instance_microns = 14.55
detail-route-antenna-nets = 0
firstDrtPassIters = 4
post-route-drc-count = 0
routed_wirelength_microns = 8657

[place]
preCtsSetupSlack_ns = 1.179
replace_congestion = 0.8633
place.detailed.hpwl_microns = 6199
buffer_ports.inserted = 49

[run]
warnings = 33
cap_viol_max_count = 0
[metal layers]
metal	up-vias	track usage, %	wire length, microns
met2	72	32.90	3735
met1	1522	39.07	4340
li1	1649	-	-
met5	-	0	0
met3	14	2.924	417
met4	0	4.036	164
[power groups by stage]
stage                 Combinational, mW  Sequential, mW  Clock (mW)
final                            0.0772           0.470       0.356
after global routing             0.0896           0.474       0.384
after CTS                        0.0791           0.471       0.365
[worst max-delay path, delay by kind of cell, from the launching register on]
kind,cells,cell delay [ns]
simple gates,3,0.40
flops,1,0.83
buf+inv,1,0.47
xor+xnor,1,0.10
fa+ha+maj,2,0.40
compound gates,4,1.39
mux,1,0.29
[cell families (layout without fill, tap and decap cells)]
logic type / Yosys count / count (layout)
AOI/OAI and AO/OA: 90 / 90
xor gates and xnor gates: 36 / 36
adders and majority gates: 30 / 30
buffers and inverters: 40 / 89
DFF: 68 / 68
muxes: 8 / 8
and+or+nand+nor: 172 / 172
[final cells by class]
type / instances / area (sq um) / area share, %
Sequential cell: 68 / 1705 / 35.14
Inverter: 19 / 71.32 / 1.469
Clock inverter: 6 / 63.81 / 1.315
Timing Repair Buffer: 54 / 528.0 / 10.88
Clock buffer: 10 / 127.6 / 2.630
Tap cell: 102 / 127.6 / 2.630
Multi-Input combinational cell: 336 / 2230 / 45.94
[flip-flops by register name, indices dropped and copies added (netlist names)]
register / cells
row_ptr: 8
l1_curState: 5
acc_ff: 8
lbp_addr: 14
center_pixel_ff: 8
lbp_data: 8
lbp_valid: 1
col_ptr: 8
offset_cnt: 8
[cell usage in the layout (no fill, tap or decap), types with 3 or more instances in the layout]
cell and n:
sky130_fd_sc_hd__dfrtp_1 65, sky130_fd_sc_hd__nand2_1 62, sky130_fd_sc_hd__clkdlybuf4s50_1 49, sky130_fd_sc_hd__nor2_1 35, sky130_fd_sc_hd__o21ai_0 32, sky130_fd_sc_hd__ha_1 29, sky130_fd_sc_hd__xnor2_1 22, sky130_fd_sc_hd__inv_1 18
sky130_fd_sc_hd__a21oi_1 16, sky130_fd_sc_hd__xor2_1 14, sky130_fd_sc_hd__and3_1 12, sky130_fd_sc_hd__nand3_1 9, sky130_fd_sc_hd__clkbuf_8 9, sky130_fd_sc_hd__nor3_1 8, sky130_fd_sc_hd__nand4_1 7, sky130_fd_sc_hd__mux2_2 6
sky130_fd_sc_hd__nand2b_1 5, sky130_fd_sc_hd__a21o_1 5, sky130_fd_sc_hd__nor3b_1 5, sky130_fd_sc_hd__a22oi_1 5, sky130_fd_sc_hd__o221ai_1 5, sky130_fd_sc_hd__o31ai_1 5, sky130_fd_sc_hd__buf_4 5, sky130_fd_sc_hd__or3_1 4
sky130_fd_sc_hd__o22ai_1 4, sky130_fd_sc_hd__a211oi_1 4, sky130_fd_sc_hd__nor2b_1 3, sky130_fd_sc_hd__nor4_1 3, sky130_fd_sc_hd__or4_1 3, sky130_fd_sc_hd__nand3b_1 3, sky130_fd_sc_hd__dfstp_2 3
[cells in the mapped netlist, drive strengths merged (2+ instances only)]
cell / instances
a2111oi: 2
a211oi: 4
a21o: 5
a21oi: 16
a221oi: 2
a22oi: 5
and2: 2
and3: 13
buf: 12
clkbuf: 9
dfrtp: 65
dfstp: 3
ha: 29
inv: 19
mux2: 6
mux2i: 2
nand2: 62
nand2b: 5
nand3: 9
nand3b: 3
nand4: 7
nor2: 35
nor2b: 3
nor3: 8
nor3b: 5
nor4: 5
o21ai: 34
o21bai: 2
o221ai: 5
o22ai: 5
o31ai: 5
or3: 5
or3b: 2
or4: 3
xnor2: 22
xor2: 14
[per-stage QoR]
step / instance area [sq um] / cells
2_1_floorplan: 4095 / 444
3_3_place_gp: 4662 / 579
3_5_place_dp: 4662 / 579
4_1_cts: 4853 / 595
5_1_grt: 4853 / 595
6_report: 4853 / 595
[path summary, 6_finish.rpt]
path | slack (ns) | startpoint | endpoint
worst min register to register | 0.41 | acc_ff[7] | lbp_data[7]
worst max register to register | 3.00 | offset_cnt[3] | acc_ff[6]
max in group asynchronous | 4.01 | reset | row_ptr[0]
worst min-delay path | 0.41 | acc_ff[7] | lbp_data[7]
min in group asynchronous | 1.32 | reset | center_pixel_ff[1]
worst max-delay path | 0.81 | offset_cnt[2] | gray_addr[13]
